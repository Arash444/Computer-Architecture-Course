--- ./config.mk ---
export PLATFORM = sky130hd
export DESIGN_NAME = IDEX
export DESIGN_NICKNAME = IDEX
export VERILOG_FILES = /design/flow/design.v
export SDC_FILE = /design/flow/constraint.sdc
export NUM_CORES = 4
export LEC_CHECK = 1
export CORE_AREA = 10 10 147 147
export DIE_AREA = 0 0 157 157
--- ./constraint.sdc ---
current_design IDEX

set clk_period 1.0
set clk_io_pct 0.2

create_clock -name clk0 -period $clk_period [get_ports {clk}]

set non_clock_inputs [all_inputs -no_clocks]
set_input_delay [expr $clk_period * $clk_io_pct] -clock clk0 $non_clock_inputs
set_output_delay [expr $clk_period * $clk_io_pct] -clock clk0 [all_outputs]
--- ./design.v ---
module IDEX(input [31:0] RegA_data, RegB_data, PC1, data_extend16, input [4:0] Rs, Rt, Rd, input [2:0] ALU_opc, input clk, reg_dst, r31, reg_write, alu_src, mem_read, mem_write, mem_to_reg, write_pc_4, 
	output [31:0] RegA_dataO, RegB_dataO, PC1O, data_extend16O, output [4:0] RsO, RtO, RdO, output [2:0] ALU_opcO, output reg_dstO, r31O, reg_writeO, alu_srcO, mem_readO, mem_writeO, mem_to_regO, write_pc_4O);
	Register#(1) REGDEST(clk, reg_dst, reg_dstO);
	Register#(1) R31(clk, r31, r31O);
	Register#(1) REG_WRITE(clk, reg_write, reg_writeO);
	Register#(1) ALU_SRC(clk, alu_src, alu_srcO);
	Register#(1) MEM_READ(clk, mem_read, mem_readO);
	Register#(1) MEM_WRITE(clk, mem_write, mem_writeO);
	Register#(1) MEM_TO_REG(clk, mem_to_reg, mem_to_regO);
	Register#(1) WRITE_PC_4(clk, write_pc_4, write_pc_4O);
	Register#(3) ALU_OPC(clk, ALU_opc, ALU_opcO);
	Register#(5) RS(clk, Rs, RsO);
	Register#(5) RT(clk, Rt, RtO);
	Register#(5) RD(clk, Rd, RdO);
	Register RPC1(clk, PC1, PC1O);
	Register REGA(clk, RegA_data, RegA_dataO);
	Register REGB(clk, RegB_data, RegB_dataO);
	Register DATA_EXTEND16(clk, data_extend16, data_extend16O);
endmodule	
module Register#(parameter size = 32)(input clk, input [size-1:0] data, output reg [size-1:0] out);
	always@(posedge clk)begin
		out <= data;
	end
endmodule
--- ./run.sh ---
#!/bin/bash
# OpenROAD 26Q1-2900-gdf79404cd8, Yosys 0.63+post, stock flow scripts
make -C /OpenROAD-flow-scripts/flow DESIGN_CONFIG=/design/flow/config.mk WORK_HOME=/design/flow/orfs finish
==> results.toml <==
# yosys + openroad results
[global_routing]
overflow = 0
grt_max_degree = 17
grt_usage_pct = 8.72
antenna_found_initial = 1
grt_pass1_wl_um = 15900
grt_pass1_vias = 2470

[timing]
slew_viol_final = 0
rsz0062_at_grt = "true"
max_freq_mhz = 963
hold_viol = 0
worst_slack_ns = -0.0380
slew_headroom_pct = 88.1
min_period_ns = 1.04
fin_setup_tns_ns = -1.52
tightest_slew_ns = 0.179
holdWs_ns = 0.215
finalClockPeriodUsage_pct = 104
setup_viol = 134

[finish]
fillers = 1829
logic_gate_count = 0
drive_above_1_share_pct = 42.4
final_area_um2 = 6380
logic_area_um2 = 0
area_delta_synth_final_pct = 107
seq_area_um2 = 3110

[place]
hpwlAfterDp_um = 9550
postPlaceCellArea_um2 = 6460
preCtsSetupSlack_ns = -0.0305
io_buffers = 308
place_congestion = 0.747

[logic_synthesis]
topCellsByArea = "dfxtp_1 (100%)"
top_area_share_pct = 100
synth-main-ff-cell = "dfxtp_1"
synthCells = 154
ys_cells = 154
synth_area_um2 = 3080
ys_types = 1
async_flop_share_pct = 0
synth_warnings = 4
synth_area_leader_cell = "dfxtp_1"
ys_top_cells_by_count = "dfxtp_1 (154)"
ys_ff = 154
ys_area_um2 = 3080
postSynthSeqShare_pct = 100
most_common_cell = "dfxtp_1"
edf_count = 0
syn_area_per_cell_um2 = 20.0

[drt]
post_drt_wl_per_cell_um = 15.7
num_vias = 2320
wirelength_um = 11400
drc = 0
via_per_inst = 3.19
drt_iter0_markers = 54
wl_met2_um = 5580
drt_first_pass_iters = 3
ant_nets = 0
drt-met1-wl_um = 3950
antenna-diode-count = 0
wl_met3_um = 1740
top_layer_used = "met4"

[critical_path]
critical_path.cell_chain = "buf_2"
cp_slowest_stage_delay_ns = 0.31
required_ns = 0.80
cp-end-kind = "output port"
cp_top_family = "flip-flops"
slowest_stage = "dfxtp_2"
critPathMaxFanout = 1
critPathKind = "reg -> out"
start_kind = "flip-flop"
cp.arrival_ns = 0.84
crit_buf_inv = 1

[power]
ir_worst_vdd_mv = 1.04
p_leak_nw = 2.82
p_total_mw = 14.3
p_per_area_nw_per_um2 = 2240

[floorplanning]
dieHeight_um = 157
coreArea_um2 = 18600
die_area_um2 = 24600
initCoreUtil_pct = 16.6
std_cell_rows = 50
io_pins = 309
fp.dieW_um = 157

[clocking]
cts_tree = "built"
cts_sinks = 154
cts_buffers = 17
path_clk_slew_ns = 0.06
clk_path_buf_depth = 2
clockRootBuffer = "clkbuf_16"
htreeDepth = 4
cts_hold_buffers = 0

[outcome]
violations = "setup timing"
outcome = "complete, but fails checks"

[min_path]
min_path_type = "in -> reg"

[flow_run]
cap_violations = 0
warning_count = 27
## layer usage
metal | global-route usage (%) | up-vias
li1 | - | 1131
met1 | 9.42 | 1007
met2 | 14.1 | 170
met3 | 5.90 | 12
met4 | 1.39 | 0
met5 | 0 | -
## logic make-up (layout without fill, tap and decap cells)
logic type	count (synthesis)	after routing	share of synthesized area, %
DFF	154	154	100
buffers and inverters	0	339	0
## per-stage QoR
stage	cells	utilization, %
floorplan	154	-
global placement	696	34.8
finish	727	34.3
global route	727	34.3
detailed placement	696	34.8
CTS	727	34.1
## path summary, 6_finish.rpt
kind / cells past startpoint / to / slack (ns) / from
hold / removal: 1 / REGA.out[18] / 0.21 / RegA_data[18]
setup / recovery: 1 / data_extend16O[5] / -0.04 / DATA_EXTEND16.out[5]
## where the power goes
part / internal (mW) / switching [mW] / leakage [nW]
registers: 6.47 / 0.0653 / 1.30
logic: 0.725 / 0.158 / 1.21
clock network: 4.33 / 2.50 / 0.303
total: 11.5 / 2.72 / 2.82
## flip-flops by register name (all words and copies together) (netlist names)
register           count
DATA_EXTEND16.out     32
REGA.out              32
REGB.out              32
RPC1.out              32
RD.out                 5
RS.out                 5
RT.out                 5
ALU_OPC.out            3
ALU_SRC.out            1
MEM_READ.out           1
MEM_TO_REG.out         1
MEM_WRITE.out          1
R31.out                1
REGDEST.out            1
REG_WRITE.out          1
WRITE_PC_4.out         1
## area by class of cell
cell class / instances / area share, %
well taps: 234 / 4.59
flip-flops and latches: 154 / 48.8
clock inverters: 12 / 2.92
repair buffers: 308 / 36.6
clock buffers: 19 / 7.10
## timing repair
| action | CTS | global route |
|---|---|---|
| gates resized | 502 | 13 |
| buffers inserted | 0 | 0 |
| endpoints found under the setup margin | 154 | 154 |
## cell usage in the layout (no fill, tap or decap)
| master | synthesis | routed |
|---|---|---|
| clkdlybuf4s50_1 | 0 | 154 |
| buf_2 | 0 | 151 |
| dfxtp_1 | 154 | 130 |
| dfxtp_2 | 0 | 24 |
| clkbuf_16 | 0 | 17 |
| bufinv_16 | 0 | 4 |
| inv_6 | 0 | 3 |
| clkinvlp_4 | 0 | 3 |
| buf_6 | 0 | 3 |
| clkbuf_8 | 0 | 2 |
| clkinv_4 | 0 | 2 |
No activity file was given, so power comes from the tool's default toggle rates.
